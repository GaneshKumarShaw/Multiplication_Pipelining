`flow/config.mk`:
```
export PLATFORM = sky130hd
export DESIGN_NAME = PIPELINED_MUL
export DESIGN_NICKNAME = PIPELINED_MUL
export VERILOG_FILES = /design/flow/design.v
export SDC_FILE = /design/flow/constraint.sdc
export NUM_CORES = 4
export LEC_CHECK = 1
export CORE_UTILIZATION = 40
```
`flow/constraint.sdc`:
```
current_design PIPELINED_MUL

set clk_period 6.5
set clk_io_pct 0.2

create_clock -name clk0 -period $clk_period [get_ports {clk}]

set non_clock_inputs [all_inputs -no_clocks]
set_input_delay [expr $clk_period * $clk_io_pct] -clock clk0 $non_clock_inputs
set_output_delay [expr $clk_period * $clk_io_pct] -clock clk0 [all_outputs]
```
`flow/run.sh`:
```
#!/bin/bash
# OpenROAD 26Q1-2900-gdf79404cd8, Yosys 0.63+post, stock flow scripts
make -C /OpenROAD-flow-scripts/flow DESIGN_CONFIG=/design/flow/config.mk WORK_HOME=/design/flow/orfs finish
```
`flow/design.v`:
```
`timescale 1ns / 1ps
module ADDER16BIT(data_out,
                  data0,
                  data1);
parameter n=16;    
output[n:0] data_out;
input[n-1:0] data0,
            data1;
assign data_out={1'b0,data0}+{1'b0,data1};                        
endmodule
`timescale 1ns / 1ps
module MUX17BIT2_1(data_out,
                   data0,
                   data1,
                   sel);
parameter n=16;   
output[n:0] data_out;
input[n:0] data0,        
            data1;
input sel;
assign  data_out=sel?data1:data0;                   
endmodule
`timescale 1ns / 1ps
module PIPELINED_MUL(Product,
                     clk,
                     rst,
                     multiplicand,
                     multiplier);
parameter n=16,    
          m=16;   
output[n+m-1:0] Product;
input[n-1:0] multiplicand;
input[m-1:0] multiplier;
input clk,
      rst;
wire[n-1:0] m0_acc_in,
            m0_md_in,
            m0_acc_out,
            m0_md_out;
wire[m-1:0] m0_mr_in,
            m0_mr_out;
wire m0_clk,
     m0_rst;  
wire[0:m-1] m_acc_out[n-1:0];
wire[0:m-1] m_md_out[n-1:0];
wire[0:m-1] m_mr_out[m-1:0];   
SUBMODULE m0(.acc_in(m0_acc_in),
                 .md_in(m0_md_in),
                 .mr_in(m0_mr_in),
                 .clk(m0_clk),
                 .rst(m0_rst),
                 .acc_out(m0_acc_out),
                 .md_out(m0_md_out),
                 .mr_out(m0_mr_out)); 
assign m0_acc_in=16'b0;
assign m0_md_in=multiplicand;
assign m0_mr_in=multiplier;
assign m0_clk=clk;
assign m0_rst=rst;  
assign m_acc_out[0]=m0_acc_out;
assign m_md_out[0]=m0_md_out;
assign m_mr_out[0]=m0_mr_out;
genvar i;
generate 
 for(i=1;i<m;i=i+1)
  begin
   SUBMODULE m( m_acc_out[i-1],  
                m_md_out[i-1],  
                m_mr_out[i-1],  
                clk,            
                rst,            
                m_acc_out[i],   
                m_md_out[i],    
                m_mr_out[i]);    
  end
endgenerate  
assign Product = {m_acc_out[m-1],m_mr_out[m-1]};   
endmodule
`timescale 1ns / 1ps
module SUBMODULE(acc_in,
                 md_in,
                 mr_in,
                 clk,
                 rst,
                 acc_out,
                 md_out,
                 mr_out);
parameter n=16,  
          m=16;  
output [n-1:0] acc_out;
output [n-1:0] md_out;
output [m-1:0] mr_out;
input clk,
      rst;
input[n-1:0] acc_in;
input[n-1:0] md_in;
input[m-1:0] mr_in;
wire[n:0] ad_data_out;
wire[n-1:0] ad_data0,
            ad_data1;
wire[n:0] mux_data_out,
          mux_data0,
          mux_data1;
wire mux_sel;
reg[n-1:0] accumulator,
           multiplicand;
reg[m-1:0] multiplier;
ADDER16BIT ad(.data_out(ad_data_out),
                  .data0(ad_data0),
                  .data1(ad_data1));
assign ad_data0=accumulator;
assign ad_data1=multiplicand;
MUX17BIT2_1 mux(.data_out(mux_data_out),
                   .data0(mux_data0),
                   .data1(mux_data1),
                   .sel(mux_sel)); 
assign mux_data0={1'b0,accumulator};
assign mux_data1=ad_data_out;
assign mux_sel=multiplier[0];
always @(posedge clk)
begin
if(rst)
begin
 accumulator<=16'b0;
 multiplicand<=16'b0;
 multiplier<=16'b0;
end 
else
begin
 accumulator<=acc_in;
 multiplicand<=md_in;
 multiplier<=mr_in;
end
end 
assign acc_out=mux_data_out[16:1];
assign md_out=multiplicand;
assign mr_out={mux_data_out[0],multiplier[15:1]};                          
endmodule
```
==> impl_metrics.toml <==
# physical design summary
[drt]
antennaDiodeCount = 0
drc_errors = 0
avgViaCountPerCell = 4.98
vias = 22500
routed_wl_um = 63000
dr.pass1.iters = 5
wire_per_inst_um = 13.9
drtAntennaViolNets = 0
drt_iter0_markers = 1120

[floorplan]
fp_util_pct = 40.6
die_x_um = 289
dieArea_sq_um = 83300
die_height_um = 289
rows = 104
ioPinCount = 66
fp.coreArea_sq_um = 80900

[sta]
skew_ns = 0.0173
hold_viol_final = 0
period_minus_slack_ns = 5.12
maxSlewViolCount = 0
holdWs_ns = 0.428
rsz0062_at_grt = "false"
setup_viol = 0
layout_setup_ws_ns = 1.38
fin_crit_sh_pct = 78.7
max_slew.worst_pin.slew_ns = 0.850
fmax_mhz = 195
slew_headroom_pct = 43.2
setup_tns_ns = 0

[worst_hold_path]
hp-class = "reg2reg"

[job]
max-cap-violations = 0
warnings = 27

[cts]
cts_tree = "done"
post-cts-setup-buffers = 0
worstSkewPairLatency_ns = 0.61
post_cts_resized = 0
cts_hold_buf = 0
numCtsBuffers = 76
h-tree-depth = 3
clock-root-buffer = "clkbuf_16"
clk_pin_slew_worst_paths_ns = 0.06
clockBufferDepth = 3
clock_sinks = 751

[worst_setup_path]
worstSetupEndpointType = "output port"
worst_ep_required_time_ns = 5.20
crit_path_start_kind = "register"
cp.arrival_ns = 3.82
critPathKind = "reg2out"
critPathMaxFanout = 4

[logic_synthesis]
ys_chip_area_sq_um = 32900
synth-edff-count = 0
ys_cells = 3369
synthesis.instances = 3369
async_flop_share_pct = 0
ys_ff = 751
ys_warn_count = 2
netlist_area_sq_um = 32900
avgSynthCellArea_sq_um = 9.75
postSynthSeqShare_pct = 45.8
ff_type = "dfxtp_1"
synth_cell_types = 69

[power_and_ir_drop]
p_leak_nw = 15.3
ir_drop_mv = 0.193
power_density_nw_per_um2 = 246

[final_layout]
drive_above_1_share_pct = 5.11
final_util_pct = 45.7
fill_cells = 7622
area.combinational_sq_um = 17100
flop_area_sq_um = 15000
area_growth_pct = 12.5
final_cell_area_sq_um = 37000

[place]
place.gp.congestion = 0.912
place.detailed.hpwl_um = 45400
port_buffers = 65
preCtsSetupSlack_ns = 2.06
dpl_cell_area_sq_um = 34500

[global_route]
grt_antenna_before_repair = 2
grt_pass1_wl_um = 105000
grt_pass1_vias = 21500
grtUsageTotal_pct = 15.6
grt.overflow.total = 0
grt_max_degree = 177

[run_status]
status = "finished, final reports clean"
-- state kept, by name (all words and copies together) (netlist names) --
name                    flops
genblk1.m.multiplicand    240
genblk1.m.multiplier      240
m0.multiplier              16
m0.multiplicand            16
genblk1.m.accumulator     239
-- logic make-up after synthesis --
family | after synthesis | synth area share, %
DFF | 751 | 45.8
AOI/OAI and AO/OA | 703 | 14.2
adders and majority gates | 254 | 10.0
muxes | 127 | 3.93
buffers and inverters | 187 | 2.16
and+or+nand+nor | 1199 | 20.0
xor gates and xnor gates | 148 | 3.95
-- through the flow --
step | power, mW | instances
floorplan | 4.89 | 3369
global placement | 4.95 | 4387
detailed placement | 4.95 | 4387
CTS | 9.23 | 4521
global route | 9.44 | 4521
finish | 9.09 | 4521
-- where the power goes --
part	total (mW)	switching [mW]	leakage, nW	internal (mW)
Combinational	0.185	0.118	8.01	0.0675
Sequential	4.66	0.0190	6.07	4.64
Clock	4.24	1.76	1.21	2.49
-- cell type report --
type	instances	share of cell area [%]
clock buffers	111	5.99
clock inverters	23	0.640
inverters	58	0.589
multi-input cells	2431	46.3
flip-flops and latches	751	40.7
well taps	1060	3.59
repair buffers	87	2.25
-- cells in the mapped netlist, drive strengths merged (50+ instances only) --
master	count	area share, %
xnor2	97	2.6
a21oi	185	2.8
nand2	109	1.2
a211oi	67	1.5
xor2	51	1.4
nand2b	50	0.95
inv	57	0.65
o21ai	101	1.5
clkbuf	108	1.2
mux2i	110	3.4
ha	239	9.1
a21o	97	2.2
dfxtp	751	46
nor2	284	3.2
nor2b	520	9.9
-- layout by cell type (no fill, tap or decap), drive strengths merged, types with 51 or more instances in the layout --
master           n
a211oi          67
a21o            97
a21oi          185
clkbuf         111
clkdlybuf4s50   64
dfxtp          751
ha             239
inv             61
mux2i          110
nand2          109
nor2           284
nor2b          520
o21ai          101
xnor2           97
xor2            51
-- worst paths after layout --
path / startpoint / to / slack, ns / cells past startpoint
worst max register to register: genblk1[1].m.multiplicand[0] / genblk1[2].m.accumulator[13] / 3.66 / 9
worst max-delay path: genblk1[15].m.accumulator[0] / Product[29] / 1.38 / 10
worst min-delay path: genblk1[14].m.multiplier[6] / genblk1[15].m.multiplier[5] / 0.43 / 1
worst min register to register: genblk1[14].m.multiplier[6] / genblk1[15].m.multiplier[5] / 0.43 / 1
-- worst max-delay path: stages (launching register included) --
cell	delay [ns]
dfxtp_1	0.31
ha_1	0.20
fa_1	0.42
a211o_1	0.34
a21oi_1	0.22
o21ai_1	0.19
a2111oi_0	0.48
o21bai_1	0.21
xor2_1	0.17
mux2_2	0.27
clkdlybuf4s50_1	0.40
-- layer usage --
| layer | track usage [%] | share of wire (%) |
|---|---|---|
| met1 | 22.8 | 48 |
| met2 | 25.5 | 46 |
| met3 | 1.96 | 3.4 |
| met4 | 3.58 | 2.4 |
| met5 | 0 | 0 |
Power figures rest on the tool's default switching activity, not on a simulated workload.
