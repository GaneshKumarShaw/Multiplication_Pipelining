$ cat /design/flow/design.v
`timescale 1ns / 1ps
module ADDER16BIT(data_out,
                  data0,
                  data1);
parameter n=16;    
output[n:0] data_out;
input[n-1:0] data0,
            data1;
assign data_out={1'b0,data0}+{1'b0,data1};                        
endmodule
`timescale 1ns / 1ps
module CONTROLLER(load,
                  loadAC,
                  rstAC,
                  shift,
                  count16set,
                  count16reset,
                  clk,
                  start,
                  rst,
                  count16done);
output reg load,
           loadAC,
           rstAC,
           shift,
           count16set,
           count16reset;
input clk,
      rst,
      start,
      count16done;
parameter S0=2'b00,S1=2'b01,S2=2'b10,S3=2'b11;  
reg[1:0] ps,ns;
always @(posedge clk)
begin
 if(rst)
  ps<=S0;
 else
  ps<=ns;
end    
always @(*)
begin
case(ps)
S0: begin
     rstAC=1'b1;
     loadAC=1'b0;
     load=1'b0;
     shift=1'b0;
     count16set=1'b0;
     count16reset=1'b1;  
     if(start)
      ns=S1;
     else
      ns=S0;
    end
S1: begin
     rstAC=1'b1;
     loadAC=1'b0;
     load=1'b1;
     shift=1'b0;
     count16set=1'b0;
     count16reset=1'b1; 
     ns=S2;
    end 
S2: begin
     rstAC=1'b0;
     loadAC=1'b1;
     load=1'b0;
     shift=1'b1;
     count16set=1'b1;
     count16reset=1'b0; 
     if(count16done)
      ns=S3;
     else
      ns=S2; 
    end   
S3: begin
     rstAC=1'b0;
     loadAC=1'b0;
     load=1'b0;
     shift=1'b0;
     count16set=1'b0;
     count16reset=1'b1;
     if(start)
      ns=S1;
     else
      ns=S3;
    end 
default: begin
          rstAC=1'b1;
          loadAC=1'b0;
          load=1'b0;
          shift=1'b0;
          count16set=1'b0;
          count16reset=1'b1;
          ns=S0;
         end 
endcase                       
end                             
endmodule
`timescale 1ns / 1ps
module COUNTER16(count16done,  
                 count16set,   
                 count16reset,
                 rst,
                 clk);
output  count16done;  
input count16set,
      count16reset,
      rst,
      clk;
reg[4:0] count;
assign count16done=count[4];
always @(posedge clk)
begin
 if(rst)
  count<=5'b00001;
 else if(count16reset) 
  count<=5'b00001;
 else if(count16set)
  count<=count+1;
 else
  count<=count;
end               
endmodule
`timescale 1ns / 1ps
module DATAPATH(Product,
                done,
                clk,
                multiplicand,
                multiplier,
                start,
                rst);
parameter n=16,     
          m=16 ;   
output[m+n-1:0] Product;
output reg done;
input[n:0] multiplicand;
input[m:0] multiplier;
input clk,
      start,
      rst;
wire cr_load,
     cr_loadAC,
     cr_rstAC,
     cr_shift,
     cr_count16set,
     cr_count16reset,
     cr_clk,
     cr_start,
     cr_rst,
     cr_count16done; 
wire ct_counter16done,
     ct_count16set,
     ct_count16reset,
     ct_rst,
     ct_clk;
wire[n-1:0] md_data_out,
            md_data_in;
wire md_clk,
     md_load,
     md_rst;   
wire[n:0] add_data_out;
wire[n-1:0] add_data0,
            add_data1;  
wire[n:0] mux_data_out,
          mux_data0,
          mux_data1;   
wire[n-1:0] ac_data_out,
          ac_data_in;  
wire ac_clk,
     ac_rstAC,
     ac_loadAC,
     ac_rst;    
wire[m-1:0] mr_data_out,
            mr_data_in;
wire mr_clk,
     mr_shift_in,
     mr_load,
     mr_shift,
     mr_rst;                          
CONTROLLER controller(.load(cr_load),
                  .loadAC(cr_loadAC),
                  .rstAC(cr_rstAC),
                  .shift(cr_shift),
                  .count16set(cr_count16set),
                  .count16reset(cr_count16reset),
                  .clk(cr_clk),
                  .start(cr_start),
                  .rst(cr_rst),
                  .count16done(cr_count16done)); 
assign cr_clk=clk;
assign cr_rst=rst;
assign cr_start=start;
assign cr_count16done=ct_count16done;
COUNTER16 ct(.count16done(ct_count16done),  
                 .count16set(ct_count16set),   
                 .count16reset(ct_count16reset),
                 .rst(ct_rst),
                 .clk(ct_clk));
assign ct_count16set=cr_count16set;
assign ct_count16reset=cr_count16reset;
assign ct_rst=rst;
assign ct_clk=clk;
PIPO16BITS md(.data_out(md_data_out),
                  .clk(md_clk),
                  .data_in(md_data_in),
                  .load(md_load),
                  .rst(md_rst));  
assign md_clk=clk;                    
assign md_data_in=multiplicand;
assign md_load=cr_load;
assign md_rst=rst;
ADDER16BIT adder(.data_out(add_data_out),
                  .data0(add_data0),
                  .data1(add_data1));
assign add_data0=md_data_out;
assign add_data1=ac_data_out;
MUX17BIT2_1 mux(.data_out(mux_data_out),
                   .data0(mux_data0),
                   .data1(mux_data1),
                   .sel(mux_sel));
assign mux_data0={1'b0,ac_data_out};
assign mux_data1=add_data_out;
assign mux_sel=mr_data_out[0]; 
RPIPO16BITS ac(.data_out(ac_data_out),
                   .clk(ac_clk),
                   .data_in(ac_data_in),
                   .Rrst(ac_rstAC),
                   .load(ac_loadAC),
                   .rst(ac_rst)); 
assign ac_clk=clk;
assign ac_data_in=mux_data_out[n:1];
assign ac_rstAC=cr_rstAC;
assign ac_loadAC=cr_loadAC;
assign ac_rst=rst;
PISO16BITS mr(.data_out(mr_data_out),
                 .clk(mr_clk),
                 .data_in(mr_data_in),
                 .shift_in(mr_shift_in),
                 .load(mr_load),
                 .shift(mr_shift),
                 .rst(mr_rst));  
assign mr_clk=clk;
assign mr_data_in=multiplier;
assign mr_shift_in=mux_data_out[0];
assign mr_load=cr_load;
assign mr_shift=cr_shift;
assign mr_rst=rst;   
assign Product={ac_data_out,mr_data_out};
always @(posedge clk)
if(rst)
 done<=1'b0;
else
 done<=ct_count16done; 
endmodule
`timescale 1ns / 1ps
module MUX17BIT2_1(data_out,
                   data0,
                   data1,
                   sel);
parameter n=16;   
output[n:0] data_out;
input[n:0] data0,        
            data1;
input sel;
assign  data_out=sel?data1:data0;                   
endmodule
`timescale 1ns / 1ps
module PIPO16BITS(data_out,
                  clk,
                  data_in,
                  load,
                  rst);
parameter n=16;          
output reg[n-1:0] data_out;
input[n-1:0] data_in;
input load,
      clk,
      rst;
always @(posedge clk)
 begin
  if(rst)
   data_out<=16'b0;
  else if(load)
   data_out<=data_in;
  else
   data_out<=data_out; 
 end                              
endmodule
`timescale 1ns / 1ps
module PISO16BITS(data_out,
                 clk,
                 data_in,
                 shift_in,
                 load,
                 shift,
                 rst);
parameter m=16;          
output reg[m-1:0] data_out;
input[m-1:0] data_in;
input load,
      shift,
      shift_in,
      clk,
      rst;
always @(posedge clk)
 begin
  if(rst)
   data_out<=16'b0;
  else if(load)
   data_out<=data_in;
  else if(shift)
   data_out<={shift_in,data_out[15:1]}; 
  else
   data_out<=data_out;
 end                              
endmodule
`timescale 1ns / 1ps
`timescale 1ns / 1ps
module RPIPO16BITS(data_out,
                   clk,
                   data_in,
                   Rrst,
                   load,
                   rst);
parameter n=16;          
output reg[n-1:0] data_out;
input[n-1:0] data_in;
input load,
      Rrst,
      clk,
      rst;
always @(posedge clk)
 begin
  if(rst)
   data_out<=16'b0;
  else if(Rrst)
   data_out<=16'b0;
  else if(load)
   data_out<=data_in;
  else
   data_out<=data_out;
 end                              
endmodule
$ cat /design/flow/constraint.sdc
current_design DATAPATH

set clk_period 4.5
set clk_io_pct 0.2

create_clock -name clk0 -period $clk_period [get_ports {clk}]

set non_clock_inputs [all_inputs -no_clocks]
set_input_delay [expr $clk_period * $clk_io_pct] -clock clk0 $non_clock_inputs
set_output_delay [expr $clk_period * $clk_io_pct] -clock clk0 [all_outputs]
$ cat /design/flow/run.sh
#!/bin/bash
# OpenROAD 26Q1-2900-gdf79404cd8, Yosys 0.63+post, stock flow scripts
make -C /OpenROAD-flow-scripts/flow DESIGN_CONFIG=/design/flow/config.mk WORK_HOME=/design/flow/orfs finish
$ cat /design/flow/config.mk
export PLATFORM = sky130hd
export DESIGN_NAME = DATAPATH
export DESIGN_NICKNAME = DATAPATH
export VERILOG_FILES = /design/flow/design.v
export SDC_FILE = /design/flow/constraint.sdc
export NUM_CORES = 4
export LEC_CHECK = 1
export CORE_UTILIZATION = 40
==> notes.md <==
run results: status=finished clean, Final Cell Area=4010 um2, Clock Pin Slew Worst Setup and Hold Paths=70 ps, R2R setup slack=2200 ps, flip-flops with a built-in enable=0, Async SR Flop Fraction=0%, Simple-Gate Area Share=22.7%, Die H=89.7 um, setup slack after layout=2030 ps, Post-CTS Resized=0, CP Class=input port to register, cell with the largest stage delay on the worst path=or4_1, routed length on met2=3240 um, DR WL/cell=13.6 um, dpl cells=530, sequential area share after synthesis=37.8%, met1 wire length=3660 um, chip area in the Yosys report=3070 um2, setup TNS=0 ps, Pwr per Cell Area=307 nW/um2, relative slew slack=52.9%, CP max FO=43, Post-DP Area=3810 um2, Post-DP HPWL=5200 um, vias in the first global route=2601, CP Cell Sequence=clkdlybuf4s50_1, buf_4, or2_1, or4_1, o211ai_1, comb area leader=simple AND/OR/NAND/NOR gates, clock sinks=58, CTS tree=built, fin. max-slew vios=0, Hold WC Path Type=register to register, Min-Delay Path Depth=1, Static Leak=1.50 nW, I/O Buffers=67, Late-Pin Clk Latency=330 ps, pin count of the biggest net entering global routing=44, IO Count=70, routed length on met3=410 um, share of cells above drive strength 1=7.38%, Crit path largest cell delay=560 ps, Synth Warn #=8, DR iter-0 viols=126, Worst Max-Slew Pin Slew=706 ps, fin cells=546, # DRC=0, yosys stat cell total=383, CTS Buf Count=9, peak supply drop=0.178 mV, max cap viols=0, Routed Antenna Nets=0, Hold Crit Endpoint=ct.count[0], Total Wirelength=7430 um, Avg Inst Size Synth=8.02 um2, tool warnings=27, cells on worst reg2reg path=8, flops out of synthesis=58, FP Rows=31, Post-Synthesis Cells=383, ant diodes=0, antenna violations before repair=0, FP Util=41.9%, All-Layer GR Usage=20.0%, DR vias/cell=5.27, r2r startpoint=ac.data_out[0], aoi share=22.5%, crit path DRT=4750 ps, core area=7330 um2, maximum clock path buffer count=2, cycle use final=54.9%, yosys xor share=3.71%, final setup fails=0, Via Count=2876, Setup crit end kind=register, RePlAce Congestion=0.887, H-tree depth=3, Area Overhead vs Synth=30.6%, max frequency=0.404 GHz, yosys adder share=7.57%, Worst Skew=7.98 ps, highest routed layer=met4, crit-path leading delay family=simple AND/OR/NAND/NOR gates, Clock Tree Root=clkbuf_8, hold slack=416 ps, Fin. Hold Viols=0, Final Total Pwr=1.23 mW, first-pass GRT wire length=12300 um, multiplexer share of the synthesized area=1.95%, global route overflow=0, Final min period=2470 ps, die area=8040 um2, data arrival time of the critical path=2720 ps, crit start category=input port, Final Util=54.8%, CP bufs+invs=2, total iterations of the first detailed-routing run=4, RSZ-0062 raised after global routing=false, die outline width=89.7 um, Commonest flop=dfxtp_1, Synth Cell Area=3070 um2, Cell Type Count=53, worst r2r dst=ac.data_out[13], hold_sp=ct.count[0], pre-CTS worst setup slack=1700 ps, Post-CTS Setup Repair Bufs=0, hold buffers post-CTS=0
## placed cells by master, fill, tap and decap left out, drive strengths merged, types with 2 or more instances in the layout
master / n
a221oi: 3
or3: 5
a211o: 2
a21oi: 42
clkdlybuf4s50: 67
inv: 3
and2: 4
o22ai: 2
a211oi: 8
ha: 17
o21bai: 2
clkbuf: 12
nand3: 6
a21o: 6
a311oi: 16
o211ai: 4
xor2: 8
dfxtp: 58
nand2: 83
o21ai: 11
nor3: 8
nor3b: 4
clkinvlp: 2
nor2: 36
a31oi: 2
buf: 6
xnor2: 5
mux2i: 6
## cell type report
| cell class | count | area, um2 |
|---|---|---|
| Clock inverter | 4 | 50.0 |
| Tap cell | 99 | 124 |
| Inverter | 3 | 11.3 |
| Clock buffer | 12 | 155 |
| Fill cell | 693 | 3320 |
| Multi-Input combinational cell | 297 | 1800 |
| Sequential cell | 58 | 1160 |
| Timing Repair Buffer | 73 | 716 |
## where the power goes
group	switching, mW	total [mW]	internal, mW
Combinational	0.0866	0.178	0.0915
Clock	0.209	0.494	0.285
Sequential	0.0198	0.560	0.540
## registers in the layout (all words and copies together), names as in the netlist
signal and count:
mr.data_out 16, ac.data_out 16, ct.count 5, done 1, controller.ps 4, md.data_out 16
## layer usage
layer	up-vias	global-route usage (%)
li1	1488	-
met1	1295	30.9
met2	81	30.9
met3	12	3.24
met4	0	2.89
met5	-	0
## cell families after synthesis
family          Yosys count
simple gates            156
compound gates          104
flops                    58
buf+inv                  28
fa+ha+maj                18
xor+xnor                 13
mux                       6
## synthesized netlist by cell type (2+ instances only)
library cell,number,area share (%)
xnor2_1,5,1.4
or3_1,5,1.0
ha_1,17,6.9
a21oi_2,2,0.57
a211oi_1,8,2.0
a211o_1,2,0.57
nor3_1,6,0.98
nand2_1,82,10
a311oi_1,16,4.6
buf_1,4,0.49
o22ai_1,2,0.41
a21o_1,4,0.98
dfxtp_1,58,38
o21bai_1,2,0.49
and2_1,3,0.61
a21o_2,2,0.57
xor2_1,8,2.3
nor2_1,35,4.3
inv_1,3,0.37
nand3_1,6,0.98
mux2i_1,6,2.0
nor3b_1,4,0.98
a21oi_1,40,6.5
o211ai_1,4,0.98
o21ai_0,10,1.6
a31oi_1,2,0.41
clkbuf_1,15,1.8
buf_2,5,0.81
a221oi_1,3,0.86
## worst max path at each step
stage | depth (start not counted) | slack, ps | start | to
final | 5 | 2030 | rst | ac.data_out[11]
after CTS | 5 | 2050 | rst | ac.data_out[11]
after global routing | 5 | 1940 | rst | ac.data_out[11]
Power and IR drop assume default switching activity.
